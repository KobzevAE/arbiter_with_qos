File: flow/design.v
module stream_arbiter_w_qos #(
 parameter   T_DATA_WIDTH = 4,
      T_QOS__WIDTH = 2,
      STREAM_COUNT = 3,
      T_ID___WIDTH = $clog2(STREAM_COUNT)
)(
 input logic clk,
 input logic rst_n,
 input logic [T_DATA_WIDTH-1:0] s_data_in [STREAM_COUNT-1:0],
 input logic [T_QOS__WIDTH-1:0] s_qos_in [STREAM_COUNT-1:0],            
 input logic [STREAM_COUNT-1:0] s_last_in,                            
 input logic [STREAM_COUNT-1:0] s_valid_in,
 output logic [STREAM_COUNT-1:0] s_ready_out,
 output logic [T_DATA_WIDTH-1:0] m_data_out,
 output logic [T_QOS__WIDTH-1:0] m_qos_out,
 output logic [T_ID___WIDTH-1:0] m_id_out,
 output logic m_last_out,
 output logic m_valid_out,
 input logic m_ready_in
);
logic [T_ID___WIDTH-1:0] selected_stream;
logic [T_QOS__WIDTH-1:0] selected_qos;
logic [T_ID___WIDTH-1:0] rr_pointer;
logic [T_ID___WIDTH-1:0] index;
logic [T_ID___WIDTH-1:0] next_stream;
logic stream_found;
logic [T_QOS__WIDTH-1:0] max_qos;
logic [STREAM_COUNT-1:0] candidate_mask;
always_comb begin    
    max_qos = 0;                                                
    for (int i = 0; i < STREAM_COUNT; i++) begin
        if (s_valid_in[i] && s_qos_in[i] != 0) begin
            if (s_qos_in[i] > max_qos) begin
                max_qos = s_qos_in[i];
            end
        end
    end
    candidate_mask = 0;
    for (int i = 0; i < STREAM_COUNT; i++) begin
        if (s_valid_in[i]) begin
            if (max_qos != 0) begin                              
                if (s_qos_in[i] == max_qos || s_qos_in[i] == 0) begin
                    candidate_mask[i] = 1'b1;
                end
            end else begin
                if (s_qos_in[i] == 0) begin
                    candidate_mask[i] = 1'b1;
                end
            end
        end
    end
    stream_found = 1'b0;
    next_stream = rr_pointer;
    index = 0;
    for (int i = 0; i < STREAM_COUNT; i++) begin             
        index =i;  
        if (candidate_mask[index]) begin
            next_stream = index;
            stream_found = 1'b1;
            break;
        end
    end
end
always_ff @(posedge clk or negedge rst_n) begin                   
    if (!rst_n) begin
        rr_pointer <= 0;
        selected_stream <= 0;
        selected_qos <= 0;
    end else begin
                if (stream_found && m_ready_in) begin            
                    selected_stream <= next_stream;
                    selected_qos <= s_qos_in[next_stream];
                    rr_pointer <= next_stream;
                end
                else begin
                    rr_pointer <= 0;
                    selected_stream <= 0;
                    selected_qos <= 0;
                end
    end
end
always_comb begin                                                         
    if (stream_found) begin
        m_valid_out = s_valid_in[selected_stream];
        m_data_out = s_data_in[selected_stream];
        m_last_out = s_last_in[selected_stream];
        m_id_out = selected_stream;
        m_qos_out = selected_qos;
        for (int i = 0; i < STREAM_COUNT; i++) begin
            s_ready_out[i] = (i == selected_stream) ? m_ready_in : 1'b0;
        end
    end else begin
        m_valid_out = 1'b0;
        m_data_out = 0;
        m_last_out = 1'b0;
        m_id_out = 0;
        m_qos_out = 0;
        s_ready_out = 0;
    end
end
endmodule
File: flow/run.sh
#!/bin/bash
# OpenROAD 26Q1-2900-gdf79404cd8, Yosys 0.63+post, stock flow scripts
make -C /OpenROAD-flow-scripts/flow DESIGN_CONFIG=/design/flow/config.mk WORK_HOME=/design/flow/orfs finish
File: flow/config.mk
export PLATFORM = sky130hd
export DESIGN_NAME = stream_arbiter_w_qos
export DESIGN_NICKNAME = stream_arbiter_w_qos
export VERILOG_FILES = /design/flow/design.v
export SDC_FILE = /design/flow/constraint.sdc
export NUM_CORES = 4
export LEC_CHECK = 1
export CORE_AREA = 10 10 72 72
export DIE_AREA = 0 0 82 82
export SYNTH_HDL_FRONTEND = slang
File: flow/constraint.sdc
current_design stream_arbiter_w_qos

set clk_period 3.0
set clk_io_pct 0.2

create_clock -name clk0 -period $clk_period [get_ports {clk}]

set non_clock_inputs [all_inputs -no_clocks]
set_input_delay [expr $clk_period * $clk_io_pct] -clock clk0 $non_clock_inputs
set_output_delay [expr $clk_period * $clk_io_pct] -clock clk0 [all_outputs]
==> run notes <==
yosys + openroad results -> outcome finished, violations left, violated checks setup timing, worst slew margin relative to its limit 0.6586, most used flip-flop cell after synthesis sky130_fd_sc_hd__dfrtp_1, area overhead of the layout relative to synthesis 130.4%, category of cells accounting for the largest share of critical-path delay simple AND/OR/NAND/NOR gates, Syn Inst Count 114, via count of the first global-routing pass 1243, first-pass GRT wire length 5885 µm, Worst Setup End Kind output port, Routability Congestion 0.9239, Unique cell types 42, CP Class in -> out, slowest library cell on the worst path sky130_fd_sc_hd__a311oi_4, min setup slack post-route -0.9342 ns, Post-synth EDFFs 0, Sink Count 4, share of the clock period used by the worst path 1.311, Least-Margin Pin Slew 0.5121 ns, routed length per instance 14.59 µm, crit-path most repeated cell sky130_fd_sc_hd__buf_6, P_leak 0.8681 nW, post-synthesis cell area 853.3 µm², number of warnings in the stage logs 30, First DRT Iteration DRCs 29, CP peak stage delay 0.24 ns, fin util 0.5329, clock root cell sky130_fd_sc_hd__clkbuf_8, Rows 22, antenna violations before repair 0, FFs w/ async S/R, synth 1.000, Final min period 3.934 ns, area inside the core boundary 3689 µm², H-tree levels 1, post-route cell area 1966 µm², fraction of the core area occupied by cells at floorplan 0.2313, horizontal die size 82 µm, required time of the critical path 2.40 ns, Worst EP arrival 3.33 ns, Antenna Diode Count 0, share of final-layout standard cells stronger than drive strength 1 0.5931, critical-path cell list buf_6 > and2_4 > inv_4 > ha_4 > nand2b_4 > and4_4 > nor2_4 > inv_2 > ha_4 > o21bai_4 > buf_4 > nand3_1 > nor3_1 > o31ai_2 > and4_4 > a311oi_4 > buf_6 > buf_6 > nor2_4 > buf_2, remaining design rule violation count 0, number of top-level pins 40, power density relative to cell area 283.0 nW/µm², post-route worst hold slack 0.5854 ns, # Max-Cap Violations 0, pin count of the biggest net entering global routing 11, clock tree from TritonCTS built, detailed placer's ending HPWL 2771 µm, Avg Vias per Cell 4.750, worst min-delay path class in -> async, Port Buffer Count 39, total power after layout 0.5562 mW, setup repair after global routing missed its margin true, vias 1197, post-detailed-route count of antenna-violating nets 0, Syn Area/Cell 7.485 µm², CTS Buffer Depth 2, CP Buf/Inv Count 7, final slew viol count 0, achievable clock frequency 254.2 MHz, worst supply voltage drop on vdd 0.1252 mV, Syn. warnings 0, maximum fanout along the worst path 7, flops out of synthesis 4, number of buffers created by CTS 3, Post-Route WL 3677 µm, DRT Pass-1 Iters 4, total global routing overflow 0, Yosys Chip Area 853.3 µm², Cell Area, Placed 1638 µm², overall routing resource usage 0.1078, number of fillers in the final layout 325, Synth Seq Share 0.1173, area of the chip 6724 µm², clock slew at the register clock pins of the worst setup and hold paths 0.03 ns, number of endpoints with negative hold slack in the final report 0, Yosys Instances 114, type of element launching the critical path input pin, # setup viols final 15, die span in y 82 µm
==> cell usage in the layout (no fill, tap or decap), types with 2 or more instances in the layout <==
cell type                         synthesis  routed
sky130_fd_sc_hd__a21o_1                   2       2
sky130_fd_sc_hd__a21oi_1                  8       8
sky130_fd_sc_hd__and4_4                   1       2
sky130_fd_sc_hd__buf_2                    0      14
sky130_fd_sc_hd__buf_4                    0      41
sky130_fd_sc_hd__buf_6                    2      13
sky130_fd_sc_hd__clkbuf_8                 0       3
sky130_fd_sc_hd__clkdlybuf4s50_1          0      20
sky130_fd_sc_hd__dfrtp_1                  4       4
sky130_fd_sc_hd__ha_1                     6       2
sky130_fd_sc_hd__ha_4                     0       3
sky130_fd_sc_hd__inv_1                    7       3
sky130_fd_sc_hd__inv_2                    0       3
sky130_fd_sc_hd__mux2i_1                  7       7
sky130_fd_sc_hd__nand2_1                  6       3
sky130_fd_sc_hd__nand2_2                  0       2
sky130_fd_sc_hd__nand2b_4                 0       2
sky130_fd_sc_hd__nand3_1                  3       2
sky130_fd_sc_hd__nand4_1                  4       4
sky130_fd_sc_hd__nor2_1                  19       8
sky130_fd_sc_hd__nor2_2                   0       5
sky130_fd_sc_hd__nor2_4                   0       6
sky130_fd_sc_hd__nor2b_1                  5       5
sky130_fd_sc_hd__o21ai_1                  2       2
sky130_fd_sc_hd__o21bai_4                 0       2
sky130_fd_sc_hd__o31ai_4                  0       2
==> flip-flops by register name, indices dropped and copies added (netlist names) <==
signal / cells
rr_pointer: 2
selected_qos: 2
==> cell families (layout without fill, tap and decap cells) <==
| kind of cell | Yosys count | after routing | share of synthesized area |
|---|---|---|---|
| DFF | 4 | 4 | 0.1173 |
| muxes | 7 | 7 | 0.08211 |
| and+or+nand+nor | 55 | 55 | 0.3724 |
| AOI/OAI and AO/OA | 30 | 30 | 0.2639 |
| buffers and inverters | 11 | 101 | 0.06599 |
| xor gates and xnor gates | 1 | 1 | 0.01027 |
| adders and majority gates | 6 | 6 | 0.08797 |
==> layer usage <==
metal,global-route usage,share of wire
met1,0.1470,0.48
met2,0.1826,0.45
met3,0.01872,0.067
met4,0.005102,0.0022
met5,0,0
==> layout make-up <==
| cell class | instances | area [µm²] | area share |
|---|---|---|---|
| Multi-Input combinational cell | 99 | 985.9 | 0.5016 |
| Timing Repair Buffer | 91 | 749.5 | 0.3813 |
| Sequential cell | 4 | 100.1 | 0.05092 |
| Tap cell | 48 | 60.06 | 0.03055 |
| Clock buffer | 3 | 41.29 | 0.02101 |
| Inverter | 7 | 28.78 | 0.01464 |
==> synth_stat cells (2+ instances only) <==
library cell / n / area share
sky130_fd_sc_hd__nor2b_1: 5 / 0.037
sky130_fd_sc_hd__o21bai_1: 2 / 0.018
sky130_fd_sc_hd__and3_1: 2 / 0.015
sky130_fd_sc_hd__ha_1: 6 / 0.088
sky130_fd_sc_hd__nor2_1: 19 / 0.084
sky130_fd_sc_hd__nand4_1: 4 / 0.029
sky130_fd_sc_hd__dfrtp_1: 4 / 0.12
sky130_fd_sc_hd__nand3_1: 3 / 0.018
sky130_fd_sc_hd__nor3_2: 2 / 0.023
sky130_fd_sc_hd__o21ai_1: 2 / 0.012
sky130_fd_sc_hd__mux2i_1: 7 / 0.082
sky130_fd_sc_hd__and4_1: 2 / 0.021
sky130_fd_sc_hd__a21oi_1: 8 / 0.047
sky130_fd_sc_hd__o31ai_1: 4 / 0.035
sky130_fd_sc_hd__inv_1: 7 / 0.031
sky130_fd_sc_hd__a21o_1: 2 / 0.018
sky130_fd_sc_hd__nand2b_1: 3 / 0.022
sky130_fd_sc_hd__buf_6: 2 / 0.026
sky130_fd_sc_hd__clkbuf_1: 2 / 0.0088
sky130_fd_sc_hd__nand2_1: 6 / 0.026
==> power by group <==
group	switching (mW)	internal (mW)
combinational	0.163	0.219
sequential	0.00638	0.0579
clock	0.0242	0.0852
total	0.194	0.362
==> per-stage QoR <==
stage / setup WS [ns] / TNS (ns) / std cells
final: -0.9342 / -11.77 / 252
after global routing: -1.083 / -13.99 / 252
after CTS: -1.040 / -12.00 / 249
after detailed placement: -1.771 / -24.44 / 229
after global placement: -1.664 / -23.50 / 229
after floorplan: -0.6973 / -8.752 / 114
==> worst paths after layout <==
path	from	end	slack [ns]	depth (start not counted)
max in group asynchronous	rst_n	rr_pointer[0]$_DFF_PN0_	2.26	1
worst min-delay path	rst_n	selected_qos[1]$_DFF_PN0_	0.59	1
worst max-delay path	s_valid_in[0]	m_data_out[0]	-0.93	20
min in group clk0	s_qos_in[1]	selected_qos[1]$_DFF_PN0_	0.78	4
==> what timing repair did <==
| item | in CTS | in global routing |
|---|---|---|
| setup buffers | 16 | 5 |
| pin swaps | 32 | 22 |
| hold buffers | 0 | 0 |
| gates cloned | 1 | 0 |
| setup endpoints to repair | 17 | 17 |
| gates resized | 90 | 20 |
Power and IR drop assume default switching activity.
